## design/flow/design.v

```verilog
module multiplexer
#
(
	parameter data_width = 128,
	parameter empty_width = 2,
	parameter channel_width = 1,
	parameter bit enable_output_register = 1
)
(
	input clk,
	input reset_n,
	input 	logic [channel_width-1:0] 	avsi_one_channel,
	input 	logic [data_width-1:0] 		avsi_one_data,
	input 	logic 						avsi_one_valid,
	input 	logic 						avsi_one_sop,
	input 	logic 						avsi_one_eop,
	input 	logic [empty_width-1:0]		avsi_one_empty,
	output 	logic 						avsi_one_ready,
	input 	logic [channel_width-1:0] 	avsi_two_channel,
	input 	logic [data_width-1:0] 		avsi_two_data,
	input 	logic 						avsi_two_valid,
	input 	logic 						avsi_two_sop,
	input 	logic 						avsi_two_eop,
	input 	logic [empty_width-1:0]		avsi_two_empty,
	output 	logic 						avsi_two_ready,
	output 	logic [channel_width-1:0] 	avso_channel,
	output 	logic [data_width-1:0] 		avso_data,
	output 	logic 						avso_valid,
	output 	logic 						avso_sop,
	output 	logic 						avso_eop,
	output 	logic [empty_width-1:0]		avso_empty,
	input 	logic 						avso_ready
);
typedef struct packed 
{
	logic [channel_width-1:0]	channel;
	logic [data_width-1:0] 		data;
	logic 						valid;
	logic 						sop;
	logic 						eop;
	logic[empty_width-1:0]		empty;
} stream;
stream [1:0] stream_one, stream_two;
enum logic [1:0] {idle, send_one, send_two} state, state_next;
always_comb begin
	stream_one[0].channel 	= avsi_one_channel;
	stream_one[0].data 		= avsi_one_data;
	stream_one[0].valid 	= avsi_one_valid;
	stream_one[0].sop 		= avsi_one_sop;
	stream_one[0].eop 		= avsi_one_eop;
	stream_one[0].empty 	= avsi_one_empty;
end
always_ff @ (posedge clk or negedge reset_n)
	if(!reset_n) stream_one[1].valid <= 1'b0;
	else 	if(avsi_one_ready) stream_one[1].valid <= stream_one[0].valid;
always_ff @ (posedge clk)
	if(avsi_one_ready) begin
		stream_one[1].channel 	<= stream_one[0].channel;
		stream_one[1].data 		<= stream_one[0].data;
		stream_one[1].sop 		<= stream_one[0].sop;
		stream_one[1].eop 		<= stream_one[0].eop;
		stream_one[1].empty 	<= stream_one[0].empty;
	end
always_comb begin
	stream_two[0].channel 	= avsi_two_channel;
	stream_two[0].data 		= avsi_two_data;
	stream_two[0].valid 	= avsi_two_valid;
	stream_two[0].sop 		= avsi_two_sop;
	stream_two[0].eop 		= avsi_two_eop;
	stream_two[0].empty 	= avsi_two_empty;
end
always_ff @ (posedge clk or negedge reset_n)
	if(!reset_n) stream_two[1].valid <= 1'b0;
	else if(avsi_two_ready) stream_two[1].valid <= stream_two[0].valid;
always_ff @ (posedge clk)
	if(avsi_two_ready) begin
		stream_two[1].channel 	<= stream_two[0].channel;
		stream_two[1].data 		<= stream_two[0].data;
		stream_two[1].sop 		<= stream_two[0].sop;
		stream_two[1].eop 		<= stream_two[0].eop;
		stream_two[1].empty 	<= stream_two[0].empty;
	end
always_ff @ (posedge clk or negedge reset_n)
	if(!reset_n) state <= idle;
	else state <= state_next;
always_comb
	case(state)
		idle:		if(stream_one[1].valid && stream_one[1].sop) state_next = send_one;
					else if(stream_two[1].valid && stream_two[1].sop) state_next = send_two;
					else state_next = idle;
		send_one:	if(stream_one[1].valid && stream_one[1].eop && avsi_one_ready)
						if(stream_two[1].valid && stream_two[1].sop) state_next = send_two;
						else if(stream_one[0].valid && stream_one[0].sop) state_next = send_one;
						else state_next = idle;
					else state_next = send_one;
		send_two:	if(stream_two[1].valid && stream_two[1].eop && avsi_two_ready)
						if(stream_one[1].valid && stream_one[1].sop) state_next = send_one;
						else if(stream_two[0].valid && stream_two[0].sop) state_next = send_two;
						else state_next = idle;
					else state_next = send_two;
		default:	state_next = idle;
	endcase 
always_comb
	case(state)
		idle: begin 
			avsi_one_ready = ~(stream_one[1].valid & stream_one[1].sop);
			avsi_two_ready = ~(stream_two[1].valid & stream_two[1].sop);
		end
		send_one: begin 
			avsi_one_ready = avso_ready;
			avsi_two_ready = ~(stream_two[1].valid & stream_two[1].sop);
		end 
		send_two: begin 
			avsi_one_ready = ~(stream_one[1].valid & stream_one[1].sop);
			avsi_two_ready = avso_ready;		
		end 
		default: begin 
			avsi_one_ready = 1'b0;
			avsi_two_ready = 1'b0;
		end 
	endcase 
generate
	if(enable_output_register) begin:gen_output_register
		always_ff @ (posedge clk or negedge reset_n)
		if(!reset_n) avso_valid <= 1'b0;
		else 	if(avso_ready) begin 
					avso_valid <= 1'b0;
					case(state)
						send_one:	avso_valid 	<= stream_one[1].valid;
						send_two:	avso_valid 	<= stream_two[1].valid;	
						default:	avso_valid 	<= 1'b0;
					endcase 
				end 
		always_ff @ (posedge clk)
			if(avso_ready) begin
				avso_channel 	<= {channel_width{1'b0}};
				avso_data 		<= {data_width{1'b0}};
				avso_sop 		<= 1'b0;
				avso_eop 		<= 1'b0;
				avso_empty 		<= {empty_width{1'b0}};
				case(state)
					send_one:	begin
						avso_channel 	<= stream_one[1].channel;
						avso_data 		<= stream_one[1].data;
						avso_sop 		<= stream_one[1].sop;
						avso_eop 		<= stream_one[1].eop;
						avso_empty 		<= stream_one[1].empty;
					end
					send_two:	begin 
						avso_channel 	<= stream_two[1].channel;
						avso_data 		<= stream_two[1].data;
						avso_sop 		<= stream_two[1].sop;
						avso_eop 		<= stream_two[1].eop;
						avso_empty 		<= stream_two[1].empty;
					end
					default:	begin 
						avso_channel 	<= {channel_width{1'b0}};
						avso_data 		<= {data_width{1'b0}};
						avso_sop 		<= 1'b0;
						avso_eop 		<= 1'b0;
						avso_empty 		<= {empty_width{1'b0}};
					end 
				endcase 
			end 
	end 
	else begin
		always_comb begin
			avso_channel 	= {channel_width{1'b0}};
			avso_data 		= {data_width{1'b0}};
			avso_valid 		= 1'b0;
			avso_sop 		= 1'b0;
			avso_eop 		= 1'b0;
			avso_empty 		= {empty_width{1'b0}};
			case(state)
				send_one:	begin
					avso_channel 	= stream_one[1].channel;
					avso_data 		= stream_one[1].data;
					avso_valid 		= stream_one[1].valid;
					avso_sop 		= stream_one[1].sop;
					avso_eop 		= stream_one[1].eop;
					avso_empty 		= stream_one[1].empty;
				end
				send_two:	begin 
					avso_channel 	= stream_two[1].channel;
					avso_data 		= stream_two[1].data;
					avso_valid 		= stream_two[1].valid;
					avso_sop 		= stream_two[1].sop;
					avso_eop 		= stream_two[1].eop;
					avso_empty 		= stream_two[1].empty;
				end
				default:	begin 
					avso_channel 	= {channel_width{1'b0}};
					avso_data 		= {data_width{1'b0}};
					avso_valid 		= 1'b0;
					avso_sop 		= 1'b0;
					avso_eop 		= 1'b0;
					avso_empty 		= {empty_width{1'b0}};
				end 
			endcase 
		end
	end 
endgenerate
endmodule 
```

## design/flow/run.sh

```bash
#!/bin/bash
# OpenROAD 26Q1-2900-gdf79404cd8, Yosys 0.63+post, stock flow scripts
make -C /OpenROAD-flow-scripts/flow DESIGN_CONFIG=/design/flow/config.mk WORK_HOME=/design/flow/orfs finish
```

## design/flow/config.mk

```make
export PLATFORM = sky130hd
export DESIGN_NAME = multiplexer
export DESIGN_NICKNAME = multiplexer
export VERILOG_FILES = /design/flow/design.v
export SDC_FILE = /design/flow/constraint.sdc
export NUM_CORES = 4
export LEC_CHECK = 1
export CORE_AREA = 10 10 163 163
export DIE_AREA = 0 0 173 173
```

## design/flow/constraint.sdc

```tcl
current_design multiplexer

set clk_period 3.5
set clk_io_pct 0.2

create_clock -name clk0 -period $clk_period [get_ports {clk}]

set non_clock_inputs [all_inputs -no_clocks]
set_input_delay [expr $clk_period * $clk_io_pct] -clock clk0 $non_clock_inputs
set_output_delay [expr $clk_period * $clk_io_pct] -clock clk0 [all_outputs]
```

==> flow_summary.ini <==
; flow metrics
[outcome]
status = finished, final reports clean

[floorplanning]
die_area_um2 = 29900
num_rows = 55
die_h_um = 173
initCoreUtil_pct = 8.07
die_w_um = 173
boundaryPins = 407
core-area_um2 = 22800

[critical_path]
cp.required_ns = 2.80
endpoint_kind = output port
path_buffers = 2
worstPathMaxFanout = 5
path_class = input pin to output port
crit_family = buffers and inverters
cp_data_arrival_time_ns = 2.11
critPathMaxStageDelay_ns = 0.61
crit_top_cell = clkdlybuf4s50_1
crit_chain = clkdlybuf4s50_1 > nand2_1 > o21ai_0 > clkdlybuf4s50_1
cp_slowest_cell = clkdlybuf4s50_1
start_kind = input pin

[power_and_ir_drop]
clockPowerShare_pct = 21.7
power.net_switching_mw = 0.309
ir_worst_vdd_v = 0.000192
power_density_nw_per_um2 = 519
pwr-share-comb_pct = 33.3
internal_power_mw = 0.757
pwr-share-seq_pct = 45.0
total_power_mw = 1.07
p_leak_nw = 0.872
swShare_pct = 29.0

[drt]
wl_mm = 4.28
via_count = 1014
post_drt_wl_per_cell_um = 8.07
drc = 0
via_per_inst = 1.91
dr.pass1.iters = 4
drt_iter0_markers = 84
ant_nets = 0

[timing]
setup-tns-final_ns = 0
finalSetupViolCount = 0
finalClockPeriodUsage_pct = 80.3
post-route-min-period_ns = 2.81
skew_ns = 0.00367
hold_ws_ns = 0.541
max_freq_mhz = 356
hold_viol = 0
rsz0062_at_grt = false
worst_slack_ns = 0.689
finalMaxSlewViolations = 0

[finish]
largest_register_ffs = 3
largest-register = state
postLayoutCoreUtil_pct = 8.98
area_delta_synth_final_pct = 11.3
drive_above_1_share_pct = 7.41

[yosys]
synth_seq_share_pct = 32.7
most_common_cell = buf_4
synth_cell_type_count = 27
synthDominantCellAreaShare_pct = 52.1
synthesis.area_um2 = 1840
synth.avg_cell_area_um2 = 9.65
synth-edff-count = 15
ys_warn_count = 51
synth_flops = 21
ys_cells = 191
synthTopCellsByCount = buf_4, edfxtp_1, nand2_1
synthArstFlopShare_pct = 28.6
yosysChipArea_um2 = 1840
synthTopCellsByArea = buf_4, edfxtp_1, dfrtp_1, a22o_2, nand2_1
postSynthCellCount = 191
synthFlopType = edfxtp_1
yosysTopAreaCell = buf_4

[global_routing]
grt_usage_pct = 2.44
grt_pass1_wl_mm = 5.97
grt_max_degree = 13
antenna_found_initial = 4
grt_overflow = 0
grt_pass1_vias = 1329

[clock_tree]
cts_buffers = 3
post_cts_buffers = 0
clockRootBuffer = clkbuf_16
clk_pin_slew_ns = 0.05
cts_sinks = 21
cts_tree = done
insertion_delay_ns = 0.25
post_cts_resized = 0
cts_max_level = 1
cts_hold_buffers = 0
cts.path.max_buffers = 2

[placed_design]
port_buffers = 22
place_congestion = 0.723
dp_hpwl_mm = 3.83
pre_cts_slack_ns = 0.680

[flow_run]
maxCapViolCount = 0
tool_warnings = 281

[hold_path]
min_path_type = register to register
## power by group through the flow
stage         clock (mW)  combinational [mW]  sequential [mW]
finish             0.232               0.355            0.479
global route       0.252               0.399            0.497
CTS                0.238               0.365            0.483
## area by class of cell
type | count | area (µm²)
multi-input cells | 166 | 737
repair buffers | 24 | 235
clock buffers | 3 | 75.1
well taps | 313 | 392
clock inverters | 1 | 5.00
flip-flops and latches | 21 | 602
fillers | 2640 | 20800
diodes | 1 | 2.50
inverters | 1 | 3.75
## stage by stage
step / std cells / instance area [µm²]
2_1_floorplan: 318 / 2320
3_3_place_gp: 525 / 1970
3_5_place_dp: 525 / 1970
4_1_cts: 529 / 2050
5_1_grt: 530 / 2050
6_report: 530 / 2050
## routing by layer
| layer | vias up | global-route usage, % | part of all wire (%) |
|---|---|---|---|
| met5 | - | 0 | 0.16 |
| met4 | 2 | 0.287 | 0.91 |
| met3 | 6 | 1.81 | 17 |
| met2 | 155 | 2.83 | 31 |
| met1 | 429 | 3.51 | 51 |
| li1 | 422 | - | - |
## cells in the final DEF, fill, tap and decap left out, types with 2 or more instances in the layout
master	n
a22o_2	5
edfxtp_1	15
nand4_1	2
nor2_1	2
o21ai_0	6
clkbuf_16	3
buf_4	2
nand2_1	9
dfrtp_1	5
clkdlybuf4s50_1	22
conb_1	128
## kinds of logic (layout without fill, tap and decap cells)
kind of cell / Yosys count / after routing / share of synthesized area (%)
buffers and inverters: 131 / 29 / 53.2
other: 1 / 129 / 0.203
muxes: 2 / 2 / 1.43
DFF: 21 / 21 / 32.7
and+or+nand+nor: 18 / 18 / 4.82
AOI/OAI and AO/OA: 18 / 18 / 7.67
## worst reg2reg max path: cells and delay by family (launching register included)
family / cells / cell delay (ns)
mux: 1 / 0.33
buf+inv: 1 / 0.23
simple gates: 1 / 0.23
compound gates: 1 / 0.32
flops: 1 / 0.43
## path summary, 6_finish.rpt
kind | startpoint | to | slack [ns] | cells after the start
max in group asynchronous | reset_n | state[0] | 2.51 | 1
setup reg to reg | stream_two[1].sop | stream_two[1].valid | 1.84 | 4
min in group asynchronous | reset_n | stream_two[1].valid | 0.71 | 1
hold reg to reg | stream_two[1].empty | avso_empty[0] | 0.54 | 1
setup / recovery | avso_ready | avsi_two_ready | 0.69 | 4
hold / removal | stream_two[1].empty | avso_empty[0] | 0.54 | 1
Power is estimated from default activity; no workload was simulated.
